<file path="flow/run.sh">
#!/bin/bash
# OpenROAD 26Q1-2900-gdf79404cd8, Yosys 0.63+post, stock flow scripts
make -C /OpenROAD-flow-scripts/flow DESIGN_CONFIG=/design/flow/config.mk WORK_HOME=/design/flow/orfs finish
</file>
<file path="flow/config.mk">
export PLATFORM = sky130hd
export DESIGN_NAME = top_DHT11
export DESIGN_NICKNAME = top_DHT11
export VERILOG_FILES = /design/flow/design.v
export SDC_FILE = /design/flow/constraint.sdc
export NUM_CORES = 4
export LEC_CHECK = 1
export CORE_UTILIZATION = 50
</file>
<file path="flow/constraint.sdc">
current_design top_DHT11

set clk_period 5.4
set clk_io_pct 0.2

create_clock -name clk0 -period $clk_period [get_ports {clk_25MHZ}]

set non_clock_inputs [all_inputs -no_clocks]
set_input_delay [expr $clk_period * $clk_io_pct] -clock clk0 $non_clock_inputs
set_output_delay [expr $clk_period * $clk_io_pct] -clock clk0 [all_outputs]
</file>
<file path="flow/design.v">
`timescale 1ns / 1ps
module B_BCD(
    input      [7:0] binary,
	output reg [3:0] hundreds,
	output reg [3:0] tens,
	output reg [3:0] ones
    );
	integer i;
	always @(*)begin
		hundreds = 4'b0;
		tens     = 4'b0;
		ones     = 4'b0;
		for(i=7;i>=0;i=i-1)begin
			if(hundreds >= 5)
				hundreds = hundreds + 3;
			if(tens >= 5)
				tens = tens + 3;
			if(ones >= 5)
				ones = ones + 3;
			hundreds = hundreds << 1;
			hundreds[0] = tens[3];
			tens = tens << 1;
			tens[0] = ones[3];
			ones = ones << 1;
			ones[0]	= binary[i];
		end
	end
endmodule
`timescale 1ns / 1ps
module DHT11_mod(
	input 				clk,
	input 				rst_n,
	inout 				data,
	output 	reg 		data_rdy,			 
	output 		[7:0] 	humidity_int,		 
	output 		[7:0] 	humidity_float,		 
	output 		[7:0] 	temperature_int,	 
	output 		[7:0] 	temperature_float	 
    ); 
	parameter 	DELAY_1S	=	25'd25_000_000;	 
	reg 	[24:0]	cnt_delay1s;
	always @(posedge clk or negedge rst_n)begin
		if(!rst_n)
			cnt_delay1s <= 25'd0;
		else if(cnt_delay1s == DELAY_1S - 1'b1)
			cnt_delay1s <= 25'd0;
		else 
			cnt_delay1s <= cnt_delay1s + 1'b1;
	end
	wire 	sample_en = (cnt_delay1s == DELAY_1S - 1'b1)? 1'b1: 1'b0; 
	reg sample_en_tmp1,sample_en_tmp2;                             
	always @(posedge clk)                                      
	begin                                                                         
	sample_en_tmp1 <=  sample_en;                               
	sample_en_tmp2 <=  sample_en_tmp1;                          
	end                                                        
	wire sample_pulse = (~sample_en_tmp2) & sample_en_tmp1; 
	reg data_tmp1,data_tmp2;                                    
	always @(posedge clk)                                     
	begin                                                     
	data_tmp1 <=  data;                                      
	data_tmp2 <=  data_tmp1;                                 
	end                                                       
	wire data_pulse = (~data_tmp2) & data_tmp1; 
	reg [3:0] state = 0;
	reg [25:0] power_up_cnt = 0;   
	reg [19:0] wait_18ms_cnt = 0; 
	reg [10:0] wait_40us_cnt = 0;
	reg [39:0] get_data;
	reg [5:0] num = 0; 
	reg data_reg = 1;
	reg link = 0;
	reg rst_n_inside;	 
	reg [27:0] cnt;
	always@(posedge clk or negedge rst_n)begin
		if(!rst_n)
			cnt <= 28'd0;
		else if(cnt == 28'd90_000_000)
			cnt <= 28'd0;
		else 
			cnt <= cnt + 1'b1;
	end
	always@(posedge clk or negedge rst_n)begin
		if(!rst_n)
			rst_n_inside <= 1'b0;
		else if(cnt <= 28'd45_000_000)
			rst_n_inside <= 1'b1;
		else 
			rst_n_inside <= 1'b0;			
	end
	always @(posedge clk or negedge rst_n_inside)               
	begin
		if(!rst_n_inside)
			state <= 0;
		else begin
			case(state)                      
				0  :      begin 
							link <= 0;
							data_reg <= 1; 
							power_up_cnt <= power_up_cnt + 1;
							if(power_up_cnt[25])       
								begin
								power_up_cnt <= 0;
								state <= 1;
								end
						end                   
				1  :      begin               
							data_rdy <= 0;
							if(sample_pulse)  
								begin
								wait_18ms_cnt <= 0;
								link <= 1;
								data_reg <= 0;  
								state <= 2; 
								end
						end
				2  :      begin                                                             
							wait_18ms_cnt <= wait_18ms_cnt + 1;
							if(wait_18ms_cnt[19])
								begin
								wait_18ms_cnt <= 0;
								wait_40us_cnt <= 0;
								link <= 0;       
								data_reg <= 1;
								state <= 3; 
								end 
						end      
				3  :      begin                                           
							wait_40us_cnt <= wait_40us_cnt + 1;  
							if(wait_40us_cnt[10])  
								begin                 
								wait_40us_cnt <= 0; 
								state <= 4; 
								end
						end  
				4  :      begin                                                           
							if(data_pulse)  
								begin                                    
								get_data <= 40'd0;
								num <= 0;
								state <= 5;                           
								end                                      
						end                                           
				5  :      begin                                    
							if(data_pulse)    
								begin           
								wait_40us_cnt <= 0;
								state <= 6;                      
								end                                 
						end
				6  :      begin                                                                          
							wait_40us_cnt <= wait_40us_cnt + 1;     
							if(wait_40us_cnt[10])  
								begin
								wait_40us_cnt <= 0;
								num <= num + 1;
								if(data)
									get_data <= {get_data[38:0],1'b1};                          
								else
											get_data <= {get_data[38:0],1'b0}; 
										if(num == 39)
											begin
												num <= 0;
												data_rdy <= 1;
												state <= 1;  
											end
										else
											state <= 5;  								 
								end      
						end
				default:  state <= 0; 
			endcase
		end
	end 
	reg 	[7:0]	humidity_float_r = 8'd0;
	always @(posedge clk)begin	
		if(humidity_float_r == 0 && humidity_float_r == 8'h0a)
			humidity_float_r <= 8'h05;
		else 
			humidity_float_r <= temperature_float + 2; 
	end
	assign data  = link ? data_reg : 1'bz; 
	assign humidity_int    = get_data[39:32];
	assign 	humidity_float   = humidity_float_r;
	assign temperature_int = get_data[23:16];
	assign 	temperature_float = get_data[15:8];
endmodule
`timescale 1ns / 1ps
module Hex_BCD(
    input   [7:0]	humidity_int,
	input	[7:0]	humidity_float,
	input	[7:0]	temperature_int,
	input	[7:0]	temperature_float,
	output	[3:0]	humidity_decade,	 
	output	[3:0]	humidity_one,		 
	output	[3:0]	humidity_decimal,	 
	output	[3:0]	temperature_decade,	 
	output	[3:0]	temperature_one,	 
	output	[3:0]	temperature_decimal  
    );
	B_BCD humidity_int_inst (
		.binary(humidity_int), 
		.hundreds(), 
		.tens(humidity_decade), 
		.ones(humidity_one)
		);
	B_BCD humidity_float_inst (
		.binary(humidity_float), 
		.hundreds(), 
		.tens(), 
		.ones(humidity_decimal)
		);
	B_BCD temperature_int_inst (
		.binary(temperature_int), 
		.hundreds(), 
		.tens(temperature_decade), 
		.ones(temperature_one)
		);
	B_BCD temperature_float_inst (
		.binary(temperature_float), 
		.hundreds(), 
		.tens(), 
		.ones(temperature_decimal)
		);
endmodule
`timescale 1ns / 1ps
module top_DHT11(
    clk_25MHZ,
	rst_n,
	data,
	temperature_decade,
	humidity_decade,
	humidity_one,
	temperature_one
    );
	wire [7:0] humidity_int;
	wire [7:0] humidity_float;
	wire [7:0] temperature_int;
	wire [7:0] temperature_float;
	input clk_25MHZ,rst_n;
	inout data;
	output wire [3:0] humidity_decade;
	output wire [3:0] humidity_one;
	output wire [3:0] temperature_decade;
	output wire [3:0] temperature_one;
	Hex_BCD U_Hex_BCD (
		.humidity_int(humidity_int), 
		.humidity_float(humidity_float), 
		.temperature_int(temperature_int), 
		.temperature_float(temperature_float), 
		.humidity_decade(humidity_decade), 
		.humidity_one(humidity_one), 
		.humidity_decimal(), 
		.temperature_decade(temperature_decade),     
		.temperature_one(temperature_one),           
		.temperature_decimal()                       
		);                                           
	DHT11_mod U_DHT11_mod (                          
		.clk(clk_25MHZ), 
		.rst_n(rst_n), 
		.data(data), 
		.data_rdy(), 
		.humidity_int(humidity_int), 
		.humidity_float(humidity_float), 
		.temperature_int(temperature_int), 
		.temperature_float(temperature_float)
		);
endmodule
</file>
==> reports/metrics.csv <==
metric,value,unit
cts_htree_levels,4,
max-clock-path-buffers,2,
area_leaders,"edfxtp_1 33%, dfrtp_1 15%, nor2_1 5.1%",
outcome,did not finish,
die_w,139,µm
cts_sinks,165,
gp_congestion,0.846,
ys_async_sr_fraction,0.345,
synthDistinctLibCells,78,
num_rows,49,
stop_stage,clock tree synthesis (4_1_cts),
dp_hpwl,10.8,mm
synth_flop_count,165,
error_line,"[error] [KeplerFormal.cpp:679] Workflow failed: Iso has multiple drivers: .data0, data$_DFFE_PP_.Q0",
ctsHoldBuffers,0,
root_buffer,clkbuf_16,
fp-utilization,0.514,
postSynthCellCount,914,
port_buffers,17,
post_cts_buffers,28,
syn_area_per_cell,10.2,µm²
yosysChipArea,9330,µm²
cts_buffers,17,
synth_top_area_share,0.335,
dp_slack,-0.342,ns
cts_resized,102,
num_io_pins,19,
netlist_area,9330,µm²
flop_cell,edfxtp_1,
edf_count,104,
die_h,139,µm
yosysTopAreaCell,edfxtp_1,
postSynthSeqShare,0.496,
synth_stat.cells,914,
yosysWarningCount,3,
-- kinds of logic after synthesis --
kind of cell	synth area share
adder cells (fa/ha/maj)	0.0402
buffers and inverters	0.0300
XOR/XNOR	0.0964
AND-OR/OR-AND	0.0951
multiplexers	0.0211
AND/OR/NAND/NOR	0.221
flip-flops	0.496
-- per-stage QoR --
step	area [µm²]	cells	setup TNS (ns)	utilization	hold slack [ns]
floorplan	9380	914	0	-	0.0484
global placement	10100	1181	-0.469	0.557	0.0812
detailed placement	10100	1181	-1.38	0.557	0.0873
-- cell usage after synthesis, types with 30 or more instances --
| master | count |
|---|---|
| and3_1 | 46 |
| a21oi_1 | 35 |
| edfxtp_1 | 104 |
| o21ai_0 | 46 |
| dfrtp_1 | 57 |
| xnor2_1 | 47 |
| nand2_1 | 60 |
| nand3_1 | 52 |
| inv_1 | 37 |
| ha_1 | 30 |
| nor2_1 | 126 |
| xor2_1 | 52 |
