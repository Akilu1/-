File: design/flow/design.v
`timescale 1ns / 1ps
module serial_receive(
	input 				clk,		 
	input 				rst_n,		 
	input 				rs232_rx,	 
	output	reg [55:0] 	chepai_data
);
	wire 	[7:0]	data_byte;	 
	wire 			rx_done;	 
	uart_receive U_uart_receive(
		.mclk			(clk),		 
		.rst_n			(rst_n),
		.baud_set		(3'd4), 	 
		.rs232_rx		(rs232_rx),
		.rx_done		(rx_done),
		.uart_state		(),
		.data_byte		(data_byte)
	);
	always@(posedge clk or negedge rst_n)begin
		if(!rst_n)
			chepai_data <= 'd0;
		else if(rx_done)
			chepai_data <= {chepai_data[47:0],data_byte};
		else 
			chepai_data <= chepai_data;
	end
endmodule
`timescale 1ns / 1ps
module top_serial_receive(
	input 			clk,		 
	input 			rst_n,		 
	input 			rs232_rx,	 
	output	[55:0] 	chepai_data	 
);
	serial_receive U_1(
		.clk(clk),			 
		.rst_n(rst_n),				 
		.rs232_rx(rs232_rx),		 
		.chepai_data(chepai_data)
	);
endmodule
`timescale 1ns / 1ps
module uart_receive(
		mclk,
		rst_n,
		baud_set,
		rs232_rx,
		data_byte,
		uart_state,
		rx_done
    );
	input mclk;
	input rst_n;
	input rs232_rx;
	input [2:0] baud_set;
	output reg rx_done;
	output reg uart_state;
	output reg [7:0]data_byte;
	reg [8:0] bps_cntmax;   
	reg s0_rs232_rx,s1_rs232_rx;       
	reg tmp0_rs232_rx,tmp1_rs232_rx;   
	wire nedege;
	reg [2:0] start_wei,stop_wei;
	reg [3:0] r_data_byte [7:0];
	reg [8:0] bps_cnt;
	reg bps_mclk;
	reg [7:0] bps_cnt1;   
	always@(posedge mclk or negedge rst_n)    
	begin
		if(~rst_n)
		begin
			s0_rs232_rx <= 1'b0;
			s1_rs232_rx <= 1'b0;
		end
		else 
		begin
			s0_rs232_rx <= rs232_rx;
			s1_rs232_rx <= s0_rs232_rx;
		end
	end
	always@(posedge mclk or negedge rst_n)    
	begin
		if(~rst_n)
		begin
			tmp0_rs232_rx <= 1'b0;
			tmp1_rs232_rx <= 1'b0;
		end
		else 
		begin
			tmp0_rs232_rx <= s1_rs232_rx;
			tmp1_rs232_rx <= tmp0_rs232_rx;
		end
	end
	assign nedege = ~tmp0_rs232_rx && tmp1_rs232_rx;
	always@(posedge mclk or negedge rst_n)
	begin
		if(~rst_n)
			bps_cntmax <= 9'd325-1'b1;
		else 
		begin
			case(baud_set)
				0:bps_cntmax <= 9'd325-1'b1;    
				1:bps_cntmax <= 9'd163-1'b1;    
				2:bps_cntmax <= 9'd81-1'b1;    
				3:bps_cntmax <= 9'd54-1'b1;     
				4:bps_cntmax <= 9'd27-1'b1;     
				default:bps_cntmax <= 9'd325-1'b1;
			endcase
		end
	end
	always@(posedge mclk or negedge rst_n)    
	begin
		if(~rst_n)
			bps_cnt <= 9'd0;
		else if(uart_state)
			begin
				if(bps_cnt==bps_cntmax)
					bps_cnt <= 9'd0;
				else 
					bps_cnt <= bps_cnt+1'b1;
			end
		else
			bps_cnt <= 9'd0;
	end
	always@(posedge mclk or negedge rst_n)  
	begin
		if(~rst_n)
			bps_mclk <= 1'b0;
		else if(bps_cnt==9'd1)
			bps_mclk <= 1'b1;
		else
			bps_mclk <= 1'b0;
	end
	always@(posedge mclk or negedge rst_n)
	begin
		if(~rst_n)
			bps_cnt1 <= 8'd0;
		else if(bps_cnt1==8'd159||(bps_cnt1==8'd12&&(start_wei>2)))  
			bps_cnt1 <= 8'd0;
		else if(bps_mclk==1)
			bps_cnt1 <= bps_cnt1+1'b1;
		else
			bps_cnt1 <= bps_cnt1;
	end
	always@(posedge mclk or negedge rst_n)
	begin
		if(~rst_n)
			rx_done <= 1'b0;
		else if(bps_cnt1==8'd159)
			rx_done <= 1'b1;
		else
			rx_done <=1'b0;
	end
	always@(posedge mclk or negedge rst_n)
	begin
		if(~rst_n)
			uart_state <= 1'b0;
		else if(nedege)
			uart_state <= 1'b1;
		else if(rx_done||(bps_cnt1==8'd12 && (start_wei>2)))
			uart_state <= 1'b0;
		else
			uart_state <= uart_state;
	end
	always@(posedge mclk or negedge rst_n)
	begin
		if(~rst_n)
		begin
			start_wei <= 3'd0;
			r_data_byte[0] <= 3'd0;
			r_data_byte[1] <= 3'd0;
			r_data_byte[2] <= 3'd0;
			r_data_byte[3] <= 3'd0;
			r_data_byte[4] <= 3'd0;
			r_data_byte[5] <= 3'd0;
			r_data_byte[6] <= 3'd0;
			r_data_byte[7] <= 3'd0;
			stop_wei  <= 3'd0;
		end
		else if(bps_mclk)
		begin
			case(bps_cnt1)
				0:	begin
						start_wei <= 3'd0;
						r_data_byte[0] <= 3'd0;
						r_data_byte[1] <= 3'd0;
						r_data_byte[2] <= 3'd0;
						r_data_byte[3] <= 3'd0;
						r_data_byte[4] <= 3'd0;
						r_data_byte[5] <= 3'd0;
						r_data_byte[6] <= 3'd0;
						r_data_byte[7] <= 3'd0;
						stop_wei  <= 3'd0;
					end
				6,7,8,9,10,11:start_wei <= start_wei + s1_rs232_rx;
				22,23,24,25,26,27:r_data_byte[0] <= r_data_byte[0] + s1_rs232_rx;
				38,39,40,41,42,43:r_data_byte[1] <= r_data_byte[1] + s1_rs232_rx;
				54,55,56,57,58,59:r_data_byte[2] <= r_data_byte[2] + s1_rs232_rx;
				70,71,72,73,74,75:r_data_byte[3] <= r_data_byte[3] + s1_rs232_rx;
				86,87,88,89,90,91:r_data_byte[4] <= r_data_byte[4] + s1_rs232_rx;
				102,103,104,105,106,107:r_data_byte[5] <= r_data_byte[5] + s1_rs232_rx;
				118,119,120,121,122,123:r_data_byte[6] <= r_data_byte[6] + s1_rs232_rx;
				134,135,136,137,138,139:r_data_byte[7] <= r_data_byte[7] + s1_rs232_rx;
				150,151,152,153,154,155:stop_wei <= stop_wei + s1_rs232_rx;
				default:	begin
								start_wei <= start_wei;
								r_data_byte[0] <= r_data_byte[0];
								r_data_byte[1] <= r_data_byte[1];
								r_data_byte[2] <= r_data_byte[2];
								r_data_byte[3] <= r_data_byte[3];
								r_data_byte[4] <= r_data_byte[4];
								r_data_byte[5] <= r_data_byte[5];
								r_data_byte[6] <= r_data_byte[6];
								r_data_byte[7] <= r_data_byte[7];
								stop_wei  <= stop_wei;
							end
			endcase
		end
	end
	always@(posedge mclk or negedge rst_n)
	begin
		if(~rst_n)
			data_byte <= 8'd0;
		else if(bps_cnt1==8'd159)
		begin
			data_byte[0] <= (r_data_byte[0]>3'd3)? 1 : 0 ;
			data_byte[1] <= (r_data_byte[1]>3'd3)? 1 : 0 ;
			data_byte[2] <= (r_data_byte[2]>3'd3)? 1 : 0 ;
			data_byte[3] <= (r_data_byte[3]>3'd3)? 1 : 0 ;
			data_byte[4] <= (r_data_byte[4]>3'd3)? 1 : 0 ;
			data_byte[5] <= (r_data_byte[5]>3'd3)? 1 : 0 ;
			data_byte[6] <= (r_data_byte[6]>3'd3)? 1 : 0 ;
			data_byte[7] <= (r_data_byte[7]>3'd3)? 1 : 0 ;
		end
	end
endmodule
File: design/flow/constraint.sdc
current_design top_serial_receive

set clk_period 4.7
set clk_io_pct 0.2

create_clock -name clk0 -period $clk_period [get_ports {clk}]

set non_clock_inputs [all_inputs -no_clocks]
set_input_delay [expr $clk_period * $clk_io_pct] -clock clk0 $non_clock_inputs
set_output_delay [expr $clk_period * $clk_io_pct] -clock clk0 [all_outputs]
File: design/flow/config.mk
export PLATFORM = sky130hd
export DESIGN_NAME = top_serial_receive
export DESIGN_NICKNAME = top_serial_receive
export VERILOG_FILES = /design/flow/design.v
export SDC_FILE = /design/flow/constraint.sdc
export NUM_CORES = 4
export LEC_CHECK = 1
export CORE_UTILIZATION = 30
File: design/flow/run.sh
#!/bin/bash
# OpenROAD 26Q1-2900-gdf79404cd8, Yosys 0.63+post, stock flow scripts
make -C /OpenROAD-flow-scripts/flow DESIGN_CONFIG=/design/flow/config.mk WORK_HOME=/design/flow/orfs finish
==> COMMIT_EDITMSG <==
Store results of the implementation flow

* Transition time at the pin with the least slew margin: 0.781 ns
- The flow ran to the end, and the final reports show no timing, DRC or antenna violations.
- Per the cell usage report, the commonest logic cells after layout are dfrtp_1, clkdlybuf4s50_1, mux2_2, nand2_1, mux2i_1.
* Site Rows: 50
* Hold Crit Depth: 0
- For this design, the CTS-stage hold fixing added 0 buffers.
- Setup TNS Final: 0 ns
- FF-to-FF End: U_1.U_uart_receive.r_data_byte[1][2]$_DFFE_PN0P_
- The synthesis stat section lists a flop and latch total of 125.
* Skew final: 0.00518 ns
* DR vias: 3788
- In this run, placement finished with an instance count of 795.
- In this run the vertical extent of the chip is 142 um.
- Per the post-route antenna check, the number of violating nets is 0.
- Pins over their slew limit in the final report were tallied at 0.
* Nature of the critical path endpoint: flop
- Post-CTS timing repair inserted 0 buffers for setup.
- The top cell type in the final layout, fill and taps aside, is dfrtp_1.
* Final Hold Violating Endpoints: 0
- Crit path from: U_1.U_uart_receive.bps_mclk$_DFF_PN0_
* Share of layout cells above drive strength 1: 0.205
* WL per Instance: 13.0 um
* Warnings, synthesis: 3
- Max Cap Violations: 0
* RSZ-0062 raised after global routing: no
* Logic depth of the worst setup path including buffers: 5
* Placed instance area: 6680 sq um
- Count of boundary I/O pins: 59
- Entering global routing, the biggest net connects 62 pins.
* Number of buffers created by CTS: 17
- For this run, the top clock speed supported by timing is 413 MHz.
- Final-layout worst hold slack: 0.349 ns
- Worst reg2reg path depth: 5
- The area growth from synthesis to layout is 24.4%.
- In this run the critical register-to-register path is launched from U_1.U_uart_receive.bps_mclk$_DFF_PN0_.
- TritonCTS built the clock tree.
* Floorplan Core Area: 18900 sq um
* Last element of the critical path: U_1.U_uart_receive.r_data_byte[1][2]$_DFFE_PN0P_
- After synthesis the cells add up to 5840 sq um.
- The flow reported a cell area power density of 392 nW/um^2.
- Initial core utilization: 0.309
- Final std cell area, no fill: 7270 sq um
* Per-cell via count in the routed design: 4.58
* Leftover overflow at the end of global routing: 0
* Minimum clock period after layout: 2.42 ns
- Data on the critical path is required at its endpoint by 4.98 ns.
* Critical Path Fanout Max: 22
- Per the CTS log, the root buffer master is clkbuf_16.
- Delay of the slowest cell on the worst path: 0.83 ns
- Across the VDD grid, the largest voltage drop is 0.207 mV.
- The initial antenna violation count was 0.
* Cell family with the largest share of critical-path delay: simple AND/OR/NAND/NOR gates
- Log Warnings: 29
* Average cell area after synthesis: 11.9 sq um
* Hold path startpoint: U_1.U_uart_receive.s0_rs232_rx$_DFF_PN0_
- Category of the worst setup path launch point: flop
- Routability Congestion: 0.785
* Initial DRC Count: 151
- Measured against its own limit, the worst slew margin works out to 0.479.
* CP Data Arrival Time: 2.70 ns
- The cell count after synthesis came out at 491.
* Area of the die: 20000 sq um
- The die is 142 um wide.
- Total leakage power: 3.32 nW
- Across every metal layer, demand over resource in global routing totals 0.116.
- Flop-to-flop setup slack: 2.28 ns
- Per the STA report, the cell with the highest stage delay on the worst path is dfrtp_1.
* Portion of the post-synthesis area used by sequential elements: 0.535
* Worst Hold Class: reg -> reg
* Max Root-Sink Buffers: 2
- For this run, design rule violations remaining after detail routing come to 0.
- Detail Placement HPWL: 7270 um
- The netlist uses 52 different library cells.
* Summed standard-cell area reported by yosys: 5840 sq um
* Antenna Cells: 0
- Period utilisation layout: 0.515
- Setup violations remaining at the end of the flow were counted as 0.
- Looking at the clock tree report, the H-tree level count equals 4.
- The number of clock sinks came to 125.
- Buffers and inverters on the worst path: 1
* Wire length of the first global-routing pass: 18600 um
- Clock transition at the register clock pins on the worst setup and hold paths after CTS: 0.05 ns
* Worst-skew pair later-pin latency: 0.41 ns
- Post-CTS repair changed the size of 0 cells.
- The finished layout holds 827 standard cells, fillers aside.
* Drt pass-1 iters: 4
- Category of the critical setup timing path: reg -> reg
- Total of fill cells in the finished design: 1781
- Yosys Instances: 491
* Cell chain of the critical path: nor3b_4 -> nand4_2 -> buf_4 -> o311ai_4 -> o311ai_2
* Number of I/O port buffers: 58
- The via count of the first global-routing pass is 3791.
- Wirelength, routed: 10700 um
## area by class of cell
class                           count  area (sq um)  share of cell area
Tap cell                          260           325              0.0448
Clock buffer                       19           453              0.0623
Timing Repair Buffer               63           616              0.0847
Sequential cell                   125          3130               0.431
Clock inverter                     13           141              0.0194
Inverter                           28           105              0.0145
Multi-Input combinational cell    319          2500               0.344
## kinds of logic (layout without fill, tap and decap cells)
family / count (synthesis) / after routing / synth area share
DFF: 125 / 125 / 0.535
xor gates and xnor gates: 20 / 20 / 0.0300
adders and majority gates: 24 / 24 / 0.0514
other: 2 / 2 / 0.00129
and+or+nand+nor: 153 / 153 / 0.142
AOI/OAI and AO/OA: 32 / 32 / 0.0390
muxes: 88 / 88 / 0.164
buffers and inverters: 47 / 123 / 0.0370
## registers in the layout, summed over array words and instances (netlist names), 2 cells and up
register                        flops
U_1.U_uart_receive.bps_cntmax       2
U_1.U_uart_receive.bps_cnt          9
U_1.chepai_data                    56
U_1.U_uart_receive.bps_cnt1         8
U_1.U_uart_receive.r_data_byte     32
U_1.U_uart_receive.start_wei        3
U_1.U_uart_receive.data_byte        8
## synth_stat cells, drive strengths merged
library cell	number	area (sq um)
inv	28	105
and2	3	20.0
o211ai	5	37.5
nor3	5	46.3
clkbuf	4	15.0
conb	2	7.51
xor2	16	140
o311ai	3	51.3
and4	4	36.3
a31o	1	8.76
nand2	50	188
a21oi	2	10.0
nor3b	3	33.8
nand3b	4	30.0
nor2	33	141
o21bai	1	7.51
and2b	2	15.0
xnor2	4	35.0
mux2i	31	310
nand4	16	113
mux2	57	646
or3b	1	8.76
nor2b	3	18.8
buf	15	96.3
dfrtp	124	3100
nand4b	1	8.76
ha	24	300
o22ai	1	6.26
nand2b	2	12.5
o21ai	18	90.1
dfstp	1	26.3
nor4	3	33.8
or2	1	6.26
o41ai	1	16.3
and3	4	25.0
nand3	18	95.1
## where the power goes
group	total [W]	leakage, nW	switching, W	internal (W)
registers	0.00123	1.71	0.0000964	0.00113
clock network	0.00129	0.274	0.000478	0.000808
logic	0.000332	1.34	0.000209	0.000123
## layer usage
metal	GRT usage	up-vias	wire length [um]
li1	-	1830	-
met1	0.177	1851	5330
met2	0.179	101	4720
met3	0.0227	6	576
met4	0.0215	0	110
met5	0	-	0
## how the worst min path moves through the flow
stage / endpoint / slack (ns)
5_1_grt: U_1.U_uart_receive.s1_rs232_rx$_DFF_PN0_ / 0.36
6_report: U_1.U_uart_receive.s1_rs232_rx$_DFF_PN0_ / 0.35
4_1_cts: U_1.U_uart_receive.s1_rs232_rx$_DFF_PN0_ / 0.35
## metrics by stage
stage                     setup WS [ns]  total power, W   util
after floorplan                    2.90         0.00149      -
after global placement             2.38         0.00156  0.353
after detailed placement           2.28         0.00157  0.353
after CTS                          2.26         0.00288  0.385
after global routing               2.10         0.00298  0.385
final                              2.28         0.00285  0.385
Power is estimated from default activity; no workload was simulated.
